--- run.sh ---
#!/bin/bash
# OpenROAD 26Q1-2900-gdf79404cd8, Yosys 0.63+post, stock flow scripts
make -C /OpenROAD-flow-scripts/flow DESIGN_CONFIG=/design/flow/config.mk WORK_HOME=/design/flow/orfs finish
--- config.mk ---
export PLATFORM = sky130hd
export DESIGN_NAME = dsp_axi
export DESIGN_NICKNAME = dsp_axi
export VERILOG_FILES = /design/flow/design.v
export SDC_FILE = /design/flow/constraint.sdc
export NUM_CORES = 4
export LEC_CHECK = 1
export CORE_UTILIZATION = 40
--- constraint.sdc ---
current_design dsp_axi

set clk_period 5.4
set clk_io_pct 0.2

create_clock -name clk0 -period $clk_period [get_ports {clk}]

set non_clock_inputs [all_inputs -no_clocks]
set_input_delay [expr $clk_period * $clk_io_pct] -clock clk0 $non_clock_inputs
set_output_delay [expr $clk_period * $clk_io_pct] -clock clk0 [all_outputs]
--- design.v ---
`timescale 1ns / 1ps
module dsp_axi(
    input wire clk,
    input wire rst,
    input wire [7:0] s_tdata_operand_a,
    input wire s_tvalid_operand_a,
    output wire s_tready_operand_a,
    input wire s_tlast_operand_a,
    input wire [7:0] s_tdata_operand_b,
    input wire s_tvalid_operand_b,
    output wire s_tready_operand_b,
    input wire s_tlast_operand_b,
    input wire [7:0] s_tdata_operand_c,
    input wire s_tvalid_operand_c,
    output wire s_tready_operand_c,
    input wire s_tlast_operand_c,
    output reg [15:0] m_tdata_result,
    output reg m_tvalid_result,
    input wire m_tready_result,
    output reg m_tlast_result
);
    reg [7:0] mul_result;
    reg [15:0] add_result;
    reg [7:0] reg_a;
    reg [7:0] reg_b;
    reg [7:0] reg_c;
    reg s_tvalid_a;
    reg m_tready_a;
    reg s_tlast_a;
    reg s_tvalid_b;
    reg m_tready_b;
    reg s_tlast_b;
    reg s_tvalid_c;
    reg m_tready_c;
    reg s_tlast_c;
    assign s_tready_operand_a =  s_tvalid_operand_b & m_tready_result? 1: 0 ;
    assign s_tready_operand_b =  s_tvalid_operand_a & m_tready_result? 1: 0 ;       
    assign s_tready_operand_c =  s_tvalid_operand_c & m_tready_result? 1: 0 ;
    always @(posedge clk or posedge rst) begin
        if (rst) begin
            s_tvalid_a <= 0;
            reg_a <= 0;
            s_tlast_a <= 0;
        end else if (s_tvalid_operand_a && s_tready_operand_a)begin
               reg_a <= s_tdata_operand_a;    
               s_tvalid_a <=    s_tvalid_operand_a;
               s_tlast_a <= s_tlast_operand_a;
         end else begin
           reg_a <= 0;
           s_tvalid_a <= 0;
           s_tlast_a <= 0;
         end
    end
     always @(posedge clk or posedge rst) begin
        if (rst) begin           
            s_tvalid_b <= 0;            
            reg_b <= 0;
            s_tlast_b <= 0;
        end else if (s_tvalid_operand_b && s_tready_operand_b)begin
                 reg_b <= s_tdata_operand_b;
            s_tvalid_b <= s_tvalid_operand_b;         
            s_tlast_b <= s_tlast_operand_b;
         end else begin
           reg_b <= 0;
           s_tvalid_b <= 0;
           s_tlast_b <= 0;
           end
      end
    always @(posedge clk or posedge rst) begin
        if (rst) begin
            s_tvalid_c <= 0;          
            reg_c <= 0;
            s_tlast_c <= 0;
        end else if (s_tvalid_operand_c && s_tready_operand_c  )begin
               reg_c <= s_tdata_operand_c;
               s_tvalid_c <= s_tvalid_operand_c;         
               s_tlast_c <= s_tlast_operand_c;
         end else begin         
           s_tvalid_c <= 0;   
           s_tlast_c <= 0;   
         end
    end
    always @(posedge clk or posedge rst) begin
        if (rst) begin
            m_tdata_result <= 16'h0;
            m_tvalid_result <= 1'b0;
            m_tlast_result <= 1'b0;
      end else if(m_tready_result ) begin       
            m_tdata_result <= (reg_a * reg_b) + reg_c;
            m_tvalid_result <= (s_tvalid_a && s_tvalid_b && s_tvalid_c);
            m_tlast_result <= (s_tlast_a && s_tlast_b && s_tlast_c);
        end else begin
            m_tdata_result <= 16'h0;
            m_tvalid_result <= 1'b0;
        end
    end
endmodule
==> impl_metrics.py <==
# Metrics from the implementation run
metrics = {
    "power": {
        "irDropWorstVdd_mv": 0.102,
        "finalPower_uw": 781,
        "total_leakage_power_nw": 2.37,
        "cellPowerDensity_nw_per_um2": 167,
    },
    "setup_path": {
        "rr_endpoint": "m_tdata_result[15]$_DFF_PP0_",
        "ff2ff_setup_slack_ns": 1.08,
        "r2r_start": "reg_a[3]$_DFF_PP0_",
        "crit_fanout": 8,
        "start_kind": "flip-flop",
        "cp.arrival_ns": 4.51,
        "crit_required_ns": 5.59,
        "worst_setup_path_end_kind": "flip-flop",
        "reg2regPathDepth": 13,
        "worst-setup-path-type": "reg2reg",
    },
    "finish": {
        "finalNonFillerCells": 569,
        "layout-drive-gt1-share": 0.0477,
        "filler_cell_count": 862,
        "regArea_um2": 1200,
        "area_delta_synth_final_pct": 20.6,
        "final_area_um2": 4690,
        "post-route-util": 0.503,
        "logic_area_um2": 2400,
    },
    "routing": {
        "wl_met1_um": 3310,
        "dr.pass1.iters": 4,
        "dr_wl_met3_um": 372,
        "drt_iter0_drc": 61,
        "drt_wl_total_um": 7230,
        "num_vias": 2667,
        "via_per_inst": 4.69,
        "ant_nets": 0,
        "routed.top_layer": "met4",
        "wl_met2_um": 3520,
        "route.detailed.drc": 0,
        "routedWlPerCell_um": 12.7,
        "antenna_cells_inserted": 0,
    },
    "grt": {
        "antenna_found_initial": 1,
        "grt_pass1_wl_um": 12400,
        "grt_pass1_vias": 2662,
        "grt_max_degree": 49,
        "grtUsageTotal": 0.165,
        "grt-ovfl-total": 0,
    },
    "floorplan": {
        "fp.dieW_um": 101,
        "num_rows": 35,
        "core_area_um2": 9330,
        "die_h_um": 101,
        "die_area_um2": 10100,
        "ios": 54,
        "fp_util": 0.417,
    },
    "yosys": {
        "ys_seq_elements": 48,
        "ys_seq_frac": 0.309,
        "edf_count": 0,
        "synth_cell_types": 37,
        "yosysWarnings": 1,
        "ys_cells": 383,
        "ys_async_sr_fraction": 1.00,
        "synth_area_per_cell_um2": 10.2,
        "syn_inst": 383,
        "netlist_area_um2": 3890,
        "yosys_area_um2": 3890,
        "synth-main-ff-cell": "dfrtp_1",
    },
    "sta": {
        "fin_setup_tns_ns": 0,
        "fin_crit_ns": 4.32,
        "max-slew-margin-rel": 0.585,
        "worst_pin_slew_ns": 0.623,
        "hold_ws_ns": 0.522,
        "skew_ns": 0.0101,
        "rsz0062_at_grt": "no",
        "finalHoldViolations": 0,
        "period_used_share": 0.800,
        "fin_ws_ns": 1.08,
        "slew_viol_final": 0,
        "fmax_mhz": 232,
        "finalSetupViolCount": 0,
    },
    "hold_path": {
        "hold_end": "m_tlast_result$_DFFE_PP0P_",
        "min_path_type": "reg2reg",
        "hold_start": "s_tlast_b$_DFF_PP0_",
        "hold_depth": 2,
    },
    "clock_network": {
        "cts.sinks": 48,
        "cts_resized": 0,
        "clkSlewWorstSetupHoldPaths_ns": 0.10,
        "hold_buffers": 0,
        "cts_buffers": 5,
        "cts_tree": "yes",
        "cts.htree.levels": 2,
        "cts_buffer_depth": 2,
        "post_cts_buffers": 0,
        "clkLatencyLatePin_ns": 0.30,
        "root_buffer": "clkbuf_8",
    },
    "placed_design": {
        "dp.cells": 561,
        "hpwlAfterDp_um": 5780,
        "gp_congestion": 0.859,
        "place_area_um2": 4570,
        "port_buffers": 53,
        "dp_slack_ns": 1.11,
    },
    "run": {
        "warning_count": 25,
        "cap_violations": 0,
    },
    "run_status": {
        "status": "complete, no violations",
    },
}
[worst max path at each step]
| stage | start | endpoint | slack [ns] | depth (start not counted) |
|---|---|---|---|---|
| finish | reg_a[3]$_DFF_PP0_ | m_tdata_result[15]$_DFF_PP0_ | 1.08 | 13 |
| global route | reg_a[0]$_DFF_PP0_ | m_tdata_result[15]$_DFF_PP0_ | 0.87 | 14 |
| CTS | reg_a[3]$_DFF_PP0_ | m_tdata_result[15]$_DFF_PP0_ | 1.08 | 13 |
[cells in the mapped netlist (3+ instances only)]
cell type,count,area share
inv_1,70,0.068
and2_1,64,0.10
dfrtp_1,48,0.31
fa_1,44,0.23
nand2_1,40,0.039
ha_1,36,0.12
o21ai_0,11,0.014
nor2_1,9,0.0087
clkbuf_1,6,0.0058
a21oi_1,5,0.0064
nand2b_1,5,0.0080
and3_1,4,0.0064
mux2i_1,4,0.010
nand3_1,3,0.0039
nand4_1,3,0.0048
xor2_1,3,0.0068
[sequential cells by signal, indices dropped and copies added, names as in the netlist]
register,flops
s_tvalid_c,1
m_tlast_result,1
reg_c,8
m_tdata_result,16
reg_b,8
s_tlast_c,1
s_tvalid_a,1
reg_a,8
s_tlast_b,1
m_tvalid_result,1
s_tlast_a,1
s_tvalid_b,1
[report_power, final]
part / internal, mW / switching (mW) / total [mW]
Clock: 0.140 / 0.130 / 0.270
Combinational: 0.0657 / 0.0565 / 0.122
Sequential: 0.378 / 0.0116 / 0.390
[cell type report]
class,count,area share
flip-flops and latches,48,0.256
multi-input cells,259,0.513
clock inverters,3,0.00987
well taps,129,0.0344
inverters,70,0.0560
repair buffers,55,0.116
clock buffers,5,0.0147
[worst max-delay path, stage by stage (launching register included)]
cell and delay, ns:
dfrtp_1 0.48, and2_1 0.21, fa_1 0.50, fa_1 0.52, fa_1 0.54, inv_1 0.05, fa_1 0.52, inv_1 0.04
ha_1 0.39, o211a_1 0.18, o31a_1 0.21, o21ai_4 0.08, o21ai_2 0.16, mux2_4 0.30
[cell usage in the layout (no fill, tap or decap), types with 2 or more instances in the layout]
cell             instances
nand3_1                  3
mux2_2                   2
o21ai_0                 11
a21oi_1                  5
nor2_1                   9
nand4_1                  3
and3_1                   4
a21oi_2                  2
fa_1                    44
nand2b_1                 5
a211oi_1                 2
a21o_1                   2
clkdlybuf4s50_1         53
mux2i_1                  4
o21bai_1                 2
and2_1                  64
inv_1                   69
dfrtp_1                 48
nand2_1                 40
buf_4                    2
xor2_1                   3
o21ai_2                  2
ha_1                    36
clkbuf_8                 5
nor3_1                   2
[per-layer routing]
metal  GRT usage  vias to the layer above
met5           0                        -
met4      0.0100                        0
met3      0.0317                        2
met2       0.264                       69
met1       0.257                     1297
li1            -                     1299
[kinds of logic after synthesis]
logic type	share of synthesized area
xor+xnor	0.00901
compound gates	0.0611
mux	0.0199
fa+ha+maj	0.342
simple gates	0.186
flops	0.309
buf+inv	0.0733
No activity file was given, so power comes from the tool's default toggle rates.
